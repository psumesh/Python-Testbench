**flow/config.mk**
```make
export PLATFORM = sky130hd
export DESIGN_NAME = adder_wrapper
export DESIGN_NICKNAME = adder_wrapper
export VERILOG_FILES = /design/flow/design.v
export SDC_FILE = /design/flow/constraint.sdc
export NUM_CORES = 4
export LEC_CHECK = 1
export CORE_AREA = 10 10 70 70
export DIE_AREA = 0 0 80 80
```
**flow/constraint.sdc**
```tcl
current_design adder_wrapper

set clk_period 2.3
set clk_io_pct 0.2

create_clock -name clk0 -period $clk_period

set non_clock_inputs [all_inputs -no_clocks]
set_input_delay [expr $clk_period * $clk_io_pct] -clock clk0 $non_clock_inputs
set_output_delay [expr $clk_period * $clk_io_pct] -clock clk0 [all_outputs]
```
**flow/design.v**
```verilog
module adder(input      [3:0]number_1, 
             input      [3:0]number_2,
             input           reset_i,
             output reg [4:0]result
                                 );
          always @(*) begin
                 if(reset_i)
                     result = 0;
                 else
                     result = number_1 + number_2;
          end
endmodule
module adder_wrapper(input      [3:0]number_1, 
                     input      [3:0]number_2,
                     input           reset_i,
                     output reg [4:0]result
                                 );
       adder dut_unit(number_1, 
                      number_2, 
                      reset_i, 
                      result);
               initial begin
                   $dumpfile("adder_waveform.vcd");
                   $dumpvars(1, adder_wrapper);
               end
endmodule
```
**flow/run.sh**
```bash
#!/bin/bash
# OpenROAD 26Q1-2900-gdf79404cd8, Yosys 0.63+post, stock flow scripts
make -C /OpenROAD-flow-scripts/flow DESIGN_CONFIG=/design/flow/config.mk WORK_HOME=/design/flow/orfs finish
```
==> flow_summary.ini <==
; generated from flow reports
[layout]
syn2layout_area_growth_pct = 148.4
nClkBuffers = 0
layout-drive-gt1-share = 0.2895
seqCellArea_um2 = 0
flop-count = 0
fin_area_um2 = 397.9

[detailed_routing]
drtIter0Drc = 0
dr.pass1.iters = 1
drc = 0
vias_per_cell = 2.238
ant_nets = 0
wl_per_cell_um = 6.738
vias = 188
routed_wl_um = 566
n_antenna_cell = 0

[power_and_ir_drop]
ir_drop_mv = 0.01912
p_per_area_nw_per_um2 = 163.8
p_leak_nw = 0.1768
power.total_mw = 0.06517

[global_route]
first_global_vias = 175
grt_pass1_wl_um = 883
grt-ovfl-total = 0
grt.total_usage = 0.01617
grt_max_degree = 6
antenna_found_initial = 0

[sta]
finalSetupViolations = 0
period_needed_ns = 2.240
fin_hold_ws_ns = 1.596
fmax_mhz = 446.4
report.final.slew_viol_count = 0
rsz0062_at_grt = no
slew_headroom = 0.8933
finalCritPeriodShare = 0.9741
hold_violations = 0
tns_ns = 0
worst_pin_slew_ns = 0.1595

[placement]
hpwlAfterDp_um = 503.3
place_area_um2 = 372.9
portBuffers = 14
gp_congestion = 0.7168

[logic_synthesis]
yosysTopAreaCell = ha_1
syn_inst = 21
yosys.cell_types.count = 11
area_leaders = ha_1 (31%), nor2b_1 (16%), fa_1 (13%)
yosysChipArea_um2 = 160.2
yosysCellCount = 21
avgSynthCellArea_um2 = 7.626
yosysWarnings = 4
yosys.area.top_type_share = 0.3125
ys_seq_frac = 0
syn_area_um2 = 160.2

[floorplan]
die_area_um2 = 6400
rows = 21
ios = 14
die_h_um = 80
die_w_um = 80
core_um2 = 3416
fp_util = 0.04689

[setup_path]
worstSetupEndpointType = output port
path_cells = dlygate4sd2_1 -> ha_2 -> buf_4 -> a21o_1 -> a21oi_2 -> mux2_4 -> clkdlybuf4s15_1
path_buffers = 3
path_delay_family = buffers and inverters
worstSetupStartpointType = input pin
crit_fanout = 2
cp_data_arrival_time_ns = 1.78
cp.depth = 7
critPathRequiredTime_ns = 1.84
crit_slowest_cell = mux2_4
slowest_delay_ns = 0.30
critPathKind = input pin to output port

[outcome]
status = completed

[job]
warning_count = 32
max_cap_violations = 0

[min_path]
whs_endpoint = result[4]
hold_path_class = input pin to output port
hold_depth = 5
min-delay-start = number_1[2]

[clock_tree]
cts.hold.buffers_added = 0
[layer usage]
metal  global-route usage  up-vias  wire, um
li1                     -      104         -
met1              0.02114       75       231
met2              0.02648        9       259
met3             0.005682        0        76
met4                    0        0         0
met5                    0        -         0
[cell usage in the layout (no fill, tap or decap), types with 2 or more instances in the layout]
cell type,instances
clkdlybuf4s50_1,4
ha_1,2
dlygate4sd2_1,8
inv_1,4
nor2b_1,3
nor2_1,2
buf_4,3
[logic make-up (layout without fill, tap and decap cells)]
family                     after synthesis  count (layout)  synth area share
muxes                                    1               1           0.07031
adders and majority gates                5               5            0.4375
buffers and inverters                    4              21           0.09372
AOI/OAI and AO/OA                        4               4            0.1640
and+or+nand+nor                          7               7            0.2343
[timing repair]
item,4_1_cts,5_1_grt
gates cloned,0,0
setup endpoints to repair,4,1
resized,19,2
buffers inserted,1,0
endpoints found under the hold margin,0,0
pin swaps,8,3
[power by group]
part	switching, mW	leakage (nW)	internal, mW
Clock	0	0	0
Combinational	0.0222	0.177	0.0429
Sequential	0	0	0
[how the worst max path moves through the flow]
stage / start / slack [ns] / end
finish: number_1[0] / 0.06 / result[3]
global route: number_1[3] / 0.001 / result[3]
CTS: number_2[0] / 0.03 / result[3]
[layout make-up]
cell class,count,area (um2)
Multi-Input combinational cell,17,177.7
Tap cell,46,57.56
Inverter,4,15.01
Fill cell,401,3018
Timing Repair Buffer,17,147.6
[synthesized netlist by cell type]
master / number
nor2b_1: 4
a21oi_2: 1
inv_1: 4
nor3_1: 1
ha_1: 4
nor2_1: 2
o21ai_0: 1
a21oi_1: 1
fa_1: 1
mux2_1: 1
a21o_1: 1
[through the flow]
step	worst slack, ns	cells	utilization
3_3_place_gp	-0.5532	83	0.1092
3_5_place_dp	-0.5676	83	0.1092
4_1_cts	0.03376	84	0.1139
5_1_grt	0.001382	84	0.1165
2_1_floorplan	0.5216	21	-
6_report	0.05963	84	0.1165
Power is estimated from default activity; no workload was simulated.
