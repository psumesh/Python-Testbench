<file path="/design/flow/run.sh">
#!/bin/bash
# OpenROAD 26Q1-2900-gdf79404cd8, Yosys 0.63+post, stock flow scripts
make -C /OpenROAD-flow-scripts/flow DESIGN_CONFIG=/design/flow/config.mk WORK_HOME=/design/flow/orfs finish
</file>
<file path="/design/flow/config.mk">
export PLATFORM = sky130hd
export DESIGN_NAME = apb_slave
export DESIGN_NICKNAME = apb_slave
export VERILOG_FILES = /design/flow/design.v
export SDC_FILE = /design/flow/constraint.sdc
export NUM_CORES = 4
export LEC_CHECK = 1
export CORE_UTILIZATION = 40
export SYNTH_MEMORY_MAX_BITS = 65536
</file>
<file path="/design/flow/constraint.sdc">
current_design apb_slave

set clk_period 56.9
set clk_io_pct 0.2

create_clock -name clk0 -period $clk_period [get_ports {PCLK}]

set non_clock_inputs [all_inputs -no_clocks]
set_input_delay [expr $clk_period * $clk_io_pct] -clock clk0 $non_clock_inputs
set_output_delay [expr $clk_period * $clk_io_pct] -clock clk0 [all_outputs]
</file>
<file path="/design/flow/design.v">
module apb_slave #(parameter addrWidth = 8,
                   parameter dataWidth = 32)
(
  input                        PCLK,
  input                        PRESENTn,
  input        [addrWidth-1:0] PADDR,
  input                        PWRITE,
  input                        PSELx,
  input                        PENABLE,
  input        [dataWidth-1:0] PWDATA,
  output reg   [dataWidth-1:0] prdata
);
reg [dataWidth-1:0] mem [256];
reg [1:0] apb_st;
parameter [1:0] SETUP = 0;
parameter [1:0] W_ENABLE = 1;
parameter [1:0] R_ENABLE = 2;
always @(posedge PCLK) begin
  if (PRESENTn==1) begin
    apb_st <= 0;
    prdata <= 0;
  end
  else begin
    case (apb_st)
      SETUP : begin
        prdata <= 0;
        if (PSELx && !PENABLE) begin
          if (PWRITE) begin
            apb_st <= W_ENABLE;
          end
          else begin
            apb_st <= R_ENABLE;
          end
        end
      end
      W_ENABLE : begin
        if (PSELx && PENABLE && PWRITE) begin
          mem[PADDR] <= PWDATA;
        end
        apb_st <= SETUP;
      end
      R_ENABLE : begin
        if (PSELx && PENABLE && !PWRITE) begin
          prdata <= mem[PADDR];
        end
        apb_st <= SETUP;
      end
    endcase
  end
end 
endmodule
</file>
==> COMMIT_EDITMSG <==
Refresh implementation metrics

* Clk root buf: clkbuf_16
- Max clock buf depth: 4
- The tool reported: "[ERROR GRT-0116] Global routing finished with congestion. Check the congestion regions in the DRC Viewer".
* Halt Stage: 5_1_grt
- In this run, synthesis inferred 8192 flip-flops with an integrated enable.
- Clock tree synthesis inserted a total of around 800 buffers.
- Largest net degree at the start of global routing: around 110
- As logged by OpenROAD, the buffers inserted on ports number 76.
- Number of synthesis warnings: 1
- Post-synth ARST share: 0%
- The synthesized design devotes to its leading area cell type between 70% and 80% of total area.
- Dominant Register Cell: edfxtp_1
- Sequential fraction of the synthesis area: 78.5%
- The wire-length estimate of the detail-placed layout is 535000 um.
- Cell type with the largest total area: edfxtp_1
* Post CTS Setup Buffer Count: 0
- Routability-driven placement congestion ratio: between 0.8 and 0.9
- The main area contributors are edfxtp_1 (78%), mux4_2 (12%), mux2i_1 (2.8%), a22oi_1 (1.1%), nand3_1 (0.76%).
- The die is 888 um tall.
* Deepest level of the CTS H-tree: 6
- The cell count after synthesis came out at 14600.
- Count of distinct cell types in the synthesized netlist: between 60 and 70
* Post_cts resized: 0
- Mean post-synth cell area: 21.6 um^2
- The run stopped with a tool error.
- Netlist Area Pre-Place: 314000 um^2
- 77 I/O pins were placed.
* CTS Sinks: 8227
- Chip area estimate from yosys synthesis: between 300000 and 400000 um^2
- Number of hold buffers added after CTS: 0
- FP Rows: ~330
* Number of cells in the yosys synthesis report: approximately 15000
- Floorplan die width: between 800 and 900 um
* Initial Utilization: roughly 40%
- The synthesized design contains 8227 register bits.
==> synth_stat cells, types with 5 or more instances <==
master and instances:
and2_1 5, and4_1 32, nand2_1 131, mux4_2 1608, and3_1 5, dfxtp_1 35, clkbuf_1 413, edfxtp_1 8192
nor2b_1 163, o21ai_0 67, o311ai_0 19, a221oi_1 96, buf_6 18, buf_1 71, o22ai_1 187, nor3_1 6
a32o_1 31, o31ai_1 32, mux2i_1 882, o211ai_1 63, buf_2 345, o311a_1 31, o311ai_1 12, buf_4 67
a21oi_1 162, a22oi_1 446, nor2_1 369, o2111a_1 31, o31a_1 31, a211oi_1 156, mux2_2 33, nand3_1 480
nand2b_1 35, nor4_1 155, nand4_1 97, o2111ai_1 32
==> cell families after synthesis <==
family                 after synthesis  synth area share [%]
AOI/OAI and AO/OA                 1409                  3.27
buffers and inverters              918                  1.36
and+or+nand+nor                   1500                  2.44
muxes                             2523                  14.4
DFF                               8227                  78.5
==> per-stage QoR <==
stage,instances,setup slack [ps],hold WS (ps),cell area (um^2)
2_1_floorplan,14600,41990,414,314000
3_5_place_dp,25100,37900,440,334000
4_1_cts,26500,39100,449,359000
3_3_place_gp,25100,37650,432,333000
